==> /design/flow/design.v <==
module HexsTo8Seg(
    input [31:0] hexs,
    input [7:0] points,
    input [7:0] LEs,
    output [63:0] seg_data
);
    HexToSeg HTS0(.hex(hexs[31:28]), .LE(LEs[7]), .point(points[7]), .segment(seg_data[7:0]));  
    HexToSeg HTS1(.hex(hexs[27:24]), .LE(LEs[6]), .point(points[6]), .segment(seg_data[15:8])); 
    HexToSeg HTS2(.hex(hexs[23:20]), .LE(LEs[5]), .point(points[5]), .segment(seg_data[23:16]));  
    HexToSeg HTS3(.hex(hexs[19:16]), .LE(LEs[4]), .point(points[4]), .segment(seg_data[31:24]));
    HexToSeg HTS4(.hex(hexs[15:12]), .LE(LEs[3]), .point(points[3]), .segment(seg_data[39:32]));
    HexToSeg HTS5(.hex(hexs[11:8]),  .LE(LEs[2]), .point(points[2]), .segment(seg_data[47:40]));
    HexToSeg HTS6(.hex(hexs[7:4]),   .LE(LEs[1]), .point(points[1]), .segment(seg_data[55:48]));
    HexToSeg HTS7(.hex(hexs[3:0]),   .LE(LEs[0]), .point(points[0]), .segment(seg_data[63:56]));
endmodule
module HexToSeg(
    input [3:0] hex,
    input LE,
    input point,
    output [7:0] segment
);
    MyMC14495 MSEG(.D3(hex[3]), .D2(hex[2]), .D1(hex[1]), .D0(hex[0]), .LE(LE), .point(point),
        .a(a), .b(b), .c(c), .d(d), .e(e), .f(f), .g(g), .p(p));
    assign segment = {a, b, c, d, e, f, g, p};
endmodule
module MyMC14495(
    input D0, D1, D2, D3,  
    input LE,  
    input point,  
    output reg p,
    output reg a, b, c, d, e, f, g  
);
always @(*) begin
    if (LE) begin  
        a = 1'b1;
        b = 1'b1;
        c = 1'b1;
        d = 1'b1;
        e = 1'b1;
        f = 1'b1;
        g = 1'b1;
        p = 1'b1;
    end
    else begin
        p = ~point;
        case ({D3, D2, D1, D0})
            4'h0: begin
                a = 1'b0;
                b = 1'b0;
                c = 1'b0;
                d = 1'b0;
                e = 1'b0;
                f = 1'b0;
                g = 1'b1;
            end
            4'h1: begin
                a = 1'b1;
                b = 1'b0;
                c = 1'b0;
                d = 1'b1;
                e = 1'b1;
                f = 1'b1;
                g = 1'b1;
            end
            4'h2: begin
                a = 1'b0;
                b = 1'b0;
                c = 1'b1;
                d = 1'b0;
                e = 1'b0;
                f = 1'b1;
                g = 1'b0;
            end
            4'h3: begin
                a = 1'b0;
                b = 1'b0;
                c = 1'b0;
                d = 1'b0;
                e = 1'b1;
                f = 1'b1;
                g = 1'b0;
            end
            4'h4: begin
                a = 1'b1;
                b = 1'b0;
                c = 1'b0;
                d = 1'b1;
                e = 1'b1;
                f = 1'b0;
                g = 1'b0;
            end
            4'h5: begin
                a = 1'b0;
                b = 1'b1;
                c = 1'b0;
                d = 1'b0;
                e = 1'b1;
                f = 1'b0;
                g = 1'b0;
            end
            4'h6: begin
                a = 1'b0;
                b = 1'b1;
                c = 1'b0;
                d = 1'b0;
                e = 1'b0;
                f = 1'b0;
                g = 1'b0;
            end
            4'h7: begin
                a = 1'b0;
                b = 1'b0;
                c = 1'b0;
                d = 1'b1;
                e = 1'b1;
                f = 1'b1;
                g = 1'b1;
            end
            4'h8: begin
                a = 1'b0;
                b = 1'b0;
                c = 1'b0;
                d = 1'b0;
                e = 1'b0;
                f = 1'b0;
                g = 1'b0;
            end
            4'h9: begin
                a = 1'b0;
                b = 1'b0;
                c = 1'b0;
                d = 1'b0;
                e = 1'b1;
                f = 1'b0;
                g = 1'b0;
            end
            4'ha: begin
                a = 1'b0;
                b = 1'b0;
                c = 1'b0;
                d = 1'b1;
                e = 1'b0;
                f = 1'b0;
                g = 1'b0;
            end
            4'hb: begin
                a = 1'b1;
                b = 1'b1;
                c = 1'b0;
                d = 1'b0;
                e = 1'b0;
                f = 1'b0;
                g = 1'b0;
            end
            4'hc: begin
                a = 1'b0;
                b = 1'b1;
                c = 1'b1;
                d = 1'b0;
                e = 1'b0;
                f = 1'b0;
                g = 1'b1;
            end
            4'hd: begin
                a = 1'b1;
                b = 1'b0;
                c = 1'b0;
                d = 1'b0;
                e = 1'b0;
                f = 1'b1;
                g = 1'b0;
            end
            4'he: begin
                a = 1'b0;
                b = 1'b1;
                c = 1'b1;
                d = 1'b0;
                e = 1'b0;
                f = 1'b0;
                g = 1'b0;
            end
            4'hf: begin
                a = 1'b0;
                b = 1'b1;
                c = 1'b1;
                d = 1'b1;
                e = 1'b0;
                f = 1'b0;
                g = 1'b0;
            end
        endcase
    end
end
endmodule
module P2S
#(
    parameter BIT_WIDTH = 8
)(
    input                 clk,
    input                 start,
    input [BIT_WIDTH-1:0] par_in,
    output                sclk,
    output                sclrn,
    output                sout,
    output                en
);
wire [BIT_WIDTH:0] Q;
wire finish;
wire shiftn_loadp;
SR_Latch latch(
    .S  (start & finish),
    .R  (~finish),
    .Q  (shiftn_loadp),
    .Qn ()
);
ShiftReg #(.BIT_WIDTH(BIT_WIDTH+1)) shift
(
    .clk          (clk),
    .shiftn_loadp (shiftn_loadp),
    .shift_in     (1'b1),
    .par_in       ({1'b0, par_in}),
    .Q            (Q)
);
assign finish = &Q[BIT_WIDTH:1];
assign en    = !start && finish;
assign sclk  = finish | ~clk;
assign sclrn = 1'b1;
assign sout  = Q[0];
endmodule
module SR_Latch(
    input S,
    input R,
    output Q,
    output Qn
);
reg Q_reg = 1'b0;
always @(*) begin
    if(!S && R) Q_reg = 1'b0;
    else if(S && !R) Q_reg = 1'b1;
end
assign Q = Q_reg;
assign Qn = ~Q_reg;
endmodule
module ShiftReg
#(
    parameter BIT_WIDTH = 8
)(
    input                  clk,
    input                  shiftn_loadp,  
    input                  shift_in,
    input  [BIT_WIDTH-1:0] par_in,  
    output [BIT_WIDTH-1:0] Q  
);
reg [BIT_WIDTH-1:0] Q_reg;
always @(posedge clk) begin
    if (shiftn_loadp) begin
        Q_reg <= par_in;
    end
    else begin
        Q_reg <= {shift_in, Q_reg[BIT_WIDTH-1:1]};
    end
end
assign Q = Q_reg;
endmodule
module Sseg_Dev(
    input clk,
    input start,
    input [31:0] hexs,
    input [7:0] points,
    input [7:0] LEs,
    output sclk,
    output sclrn,
    output sout,
    output EN
);
wire [63:0] data;
HexsTo8Seg hexs_to_seg(
    .hexs     (hexs),
    .points   (points),
    .LEs      (LEs),
    .seg_data (data)
);
P2S #(.BIT_WIDTH(64)) p2s(
    .clk    (clk),
    .start  (start),
    .par_in (data),
    .sclk   (sclk),
    .sclrn  (sclrn),
    .sout   (sout),
    .en     (EN)
);
endmodule
==> /design/flow/run.sh <==
#!/bin/bash
# OpenROAD 26Q1-2900-gdf79404cd8, Yosys 0.63+post, stock flow scripts
make -C /OpenROAD-flow-scripts/flow DESIGN_CONFIG=/design/flow/config.mk WORK_HOME=/design/flow/orfs finish
==> /design/flow/config.mk <==
export PLATFORM = sky130hd
export DESIGN_NAME = Sseg_Dev
export DESIGN_NICKNAME = Sseg_Dev
export VERILOG_FILES = /design/flow/design.v
export SDC_FILE = /design/flow/constraint.sdc
export NUM_CORES = 4
export LEC_CHECK = 1
export CORE_UTILIZATION = 50
==> /design/flow/constraint.sdc <==
current_design Sseg_Dev

set clk_period 2.3
set clk_io_pct 0.2

create_clock -name clk0 -period $clk_period [get_ports {clk}]

set non_clock_inputs [all_inputs -no_clocks]
set_input_delay [expr $clk_period * $clk_io_pct] -clock clk0 $non_clock_inputs
set_output_delay [expr $clk_period * $clk_io_pct] -clock clk0 [all_outputs]
==> out/qor.csv <==
stage;metric;value;unit
global_route;grt_pass1_vias;3356;
sta;finalCritPeriodShare;97.9;%
yosys;netlist_area;0.00411;mm2
clock_tree;insertion_delay;0.43;ns
placement;portBuffers;52;
yosys;ys_cells;491;
yosys;synth_cells;491;
critical_path;startpoint_type;register;
sta;finClkSkew;0.00729;ns
critical_path;worst_ep_arrival_time;1.79;ns
routing;drc;0;
critical_path;worst_setup_path_end_kind;output port;
final_layout;final_common_cell;nor2_1;
floorplanning;fp.dieArea;0.00858;mm2
sta;slew_viol_final;0;
routing;num_antenna_cells;0;
yosys;postSynthAreaPerCell;8.37;um2
clock_tree;cts.reportedPaths.clkPinSlew;0.07;ns
job;tool_warnings;69;
sta;tightestPinTransition;0.773;ns
global_route;antenna_found_initial;0;
yosys;yosys_most_used_dff;dfxtp_1;
routing;antenna_left;0;
sta;setup_viol;0;
floorplanning;die_h;92.6;um
floorplanning;initCoreUtil;52.3;%
routing;drt_first_pass_iters;4;
placement;placed_area;0.00480;mm2
sta;rsz0062_at_grt;true;
critical_path;worstSetupPathType;register to output port;
sta;relSlewSlack;48.5;%
critical_path;critPathMaxFanout;2;
floorplanning;coreArea;0.00785;mm2
min_path;hp-class;register to register;
floorplanning;die_x;92.6;um
sta;unclocked_pins;1;
routing;vias;3562;
status;outcome;completed;
yosys;yosys-stat-area;0.00411;mm2
yosys;ys_async_sr_fraction;0;%
pwr;vdd_drop_max;0.000335;V
global_route;grt-ovfl-total;0;
floorplanning;rows;32;
routing;post_drt_wl_per_cell;13.5;um
global_route;grt.total_usage;23.0;%
final_layout;layout.cells.non_filler;665;
sta;untimed_endpoints;2;
yosys;ys_warn_count;11;
sta;min_period;2.25;ns
final_layout;area_growth;23.5;%
critical_path;critPathRequiredTime;1.84;ns
final_layout;final_area;0.00507;mm2
placement;placed_cells;643;
final_layout;largest_reg_flops;65;
final_layout;drive_gt1_share;12.8;%
global_route;grt_pass1_wl;15400;um
final_layout;final_cell_mix;70 x nor2_1, 56 x dfxtp_1, 50 x clkdlybuf4s50_1;
floorplanning;io_pins;54;
routing;drt-vias-per-instance;5.36;
job;max_cap_viol_count;0;
yosys;synth_cell_type_count;43;
pwr;power_leakage;2.28;nW
yosys;synth-edff-count;0;
routing;drt-initial-drc-count;151;
sta;hold_viol_final;0;
routing;wl;8980;um
pwr;p_per_area;505;mW/mm2
global_route;grt_max_degree;84;
placement;place_congestion;0.852;
clock_tree;cts_tree;built;
placement;dp_hpwl;6710;um
sta;fmax;444;MHz
sta;holdWs;0.445;ns
yosys;ys.flops;66;
## through the flow
stage	total power [W]	setup slack [ns]	setup TNS (ns)	util (%)
3_5_place_dp	0.00162	0.116	0	61.1
3_3_place_gp	0.00162	0.121	0	61.1
2_1_floorplan	0.00141	0.673	0	-
6_report	0.00256	0.0491	0	64.6
5_1_grt	0.00271	-0.105	-0.105	64.6
4_1_cts	0.00259	0.0230	0	64.3
## Yosys cell counts, types with 5 or more instances
master | instances | area [um2]
ha_1 | 48 | 601
a31oi_1 | 14 | 87.6
nand2b_1 | 10 | 62.6
nor2b_1 | 10 | 62.6
nand4_1 | 17 | 106
o21ai_0 | 31 | 155
buf_2 | 18 | 90.1
nor3_1 | 11 | 55.1
mux4_2 | 6 | 135
nor2_1 | 71 | 267
o22a_1 | 15 | 131
dfxtp_1 | 65 | 1300
nand2_1 | 24 | 90.1
nor4_1 | 5 | 31.3
a221oi_1 | 8 | 70.1
inv_1 | 35 | 131
a21oi_1 | 40 | 200
mux2i_1 | 12 | 120
## path summary, 6_finish.rpt
| kind | startpoint | end | slack [ns] | cells after the start |
|---|---|---|---|---|
| hold reg to reg | p2s.shift.Q_reg[16]$_DFF_P_ | p2s.shift.Q_reg[15]$_DFF_P_ | 0.45 | 1 |
| hold / removal | p2s.shift.Q_reg[16]$_DFF_P_ | p2s.shift.Q_reg[15]$_DFF_P_ | 0.45 | 1 |
| setup reg to reg | p2s.shift.Q_reg[15]$_DFF_P_ | p2s.shift.Q_reg[14]$_DFF_P_ | 1.62 | 2 |
| setup / recovery | p2s.shift.Q_reg[11]$_DFF_P_ | EN | 0.05 | 6 |
## power breakdown
part | switching [W] | internal [W] | leakage, nW
Sequential | 0.00000643 | 0.00114 | 0.539
Clock | 0.000421 | 0.000570 | 0.123
Combinational | 0.000206 | 0.000221 | 1.62
Total | 0.000634 | 0.00193 | 2.28
## repair_timing
item | CTS | global route
endpoints found under the setup margin | 3 | 3
gates resized | 14 | 7
buffers inserted | 1 | 2
pin swaps | 6 | 3
hold buffers | 0 | 0
gates cloned | 0 | 0
## cells by family after synthesis
kind of cell	share of synthesized area [%]
buf+inv	6.82
mux	7.68
simple gates	18.1
other cells	0.0913
flops	31.7
fa+ha+maj	14.6
compound gates	20.7
latches	0.365
## worst max-delay path, stage by stage, from the launching register on
cell     delay [ns]
dfxtp_2        0.32
nand4_1        0.17
nor4_4         0.35
nand4_1        0.18
buf_4          0.18
nor2_4         0.07
buf_2          0.09
## per-layer routing
layer	wire [um]	global-route usage, %
met1	4570	35.7
met2	3930	34.5
met5	0	0
met4	108	3.46
met3	371	4.93
## layout make-up
cell class,instances,area (um2)
inverters,37,141
clock buffers,17,205
well taps,102,128
clock inverters,3,15.0
flip-flops and latches,66,1330
fillers,677,2780
multi-input cells,362,2550
repair buffers,78,708
Power and IR drop assume default switching activity.
