[run.sh]
#!/bin/bash
# OpenROAD 26Q1-2900-gdf79404cd8, Yosys 0.63+post, stock flow scripts
make -C /OpenROAD-flow-scripts/flow DESIGN_CONFIG=/design/flow/config.mk WORK_HOME=/design/flow/orfs finish
[design.v]
module ClockDiv
#(
    parameter INPUT_CLOCK_FLUENCY  = 100_000_000,  
    parameter OUTPUT_CLOCK_FLUENCY =  50_000_000   
)(
    input clk,
    input rstn,
    output reg clk_div
);
localparam CLOCK_DIV_RATE = INPUT_CLOCK_FLUENCY / OUTPUT_CLOCK_FLUENCY;
reg [31:0] cnt;
always @(posedge clk, negedge rstn) begin
    if (!rstn) begin
        cnt     <= 'b0;
        clk_div <= 'b0;
    end
    else begin
        if (cnt == CLOCK_DIV_RATE / 2 - 1) begin
            cnt     <= 'b0;
            clk_div <= ~clk_div;
        end
        else begin
            cnt     <= cnt + 1'b1;
            clk_div <= clk_div;
        end
    end
end
endmodule
[config.mk]
export PLATFORM = sky130hd
export DESIGN_NAME = ClockDiv
export DESIGN_NICKNAME = ClockDiv
export VERILOG_FILES = /design/flow/design.v
export SDC_FILE = /design/flow/constraint.sdc
export NUM_CORES = 4
export LEC_CHECK = 1
export CORE_AREA = 10 10 111 111
export DIE_AREA = 0 0 121 121
[constraint.sdc]
current_design ClockDiv

set clk_period 7.3
set clk_io_pct 0.2

create_clock -name clk0 -period $clk_period [get_ports {clk}]

set non_clock_inputs [all_inputs -no_clocks]
set_input_delay [expr $clk_period * $clk_io_pct] -clock clk0 $non_clock_inputs
set_output_delay [expr $clk_period * $clk_io_pct] -clock clk0 [all_outputs]
==> results.ini <==
[status]
outcome = complete, no violations

[grt]
grt_pass1_wl_mm = 4.52
grt_pass1_vias = 951
grt_antenna_before_repair = 0
grtUsageTotal = 0.0358
grt-ovfl-total = 0
grt_max_degree = 34

[sta]
setup_tns_ns = 0
fmax_mhz = 389
setup_ws_ns = 4.73
clock_skew_ns = 0.00934
setup_viol = 0
hold_viol = 0
layout_min_cycle_time_ns = 2.57
slew-limit-headroom = 0.733
slew_violations = 0
grt_setup_unrepaired = no
finalClockPeriodUsage = 0.352
tightest_slew_ns = 0.401

[logic_synthesis]
syn_inst = 140
syn_avg_cell_area_um2 = 11.4
synth_seq_share = 0.519
ys_types = 24
yosys_area_mm2 = 0.00159
yosys-stat-cells = 140
synth_warnings = 1
syn-cell-area_mm2 = 0.00159
ys_ff = 33

[clock_network]
cts_resized = 0
clk_latency_ns = 0.28
cts_hold_buf = 0
h-tree-depth = 2
clock_sinks = 33
clkSlewWorstSetupHoldPaths_ns = 0.07
numCtsBuffers = 5
cts-root-buf = clkbuf_8
cts_buffer_depth = 2
cts_tree = built
cts_setup_buffers = 0

[layout]
logic_area_um2 = 719
regArea_um2 = 826
lay_top_count = dfrtp_1
drive_gt1_frac = 0.128
area_delta_synth_final_pct = 18.0
n_fill_cell = 1057
design_area_mm2 = 0.00188
final_cell_mix = dfrtp_1 (33), xor2_1 (17), xnor2_1 (14)

[critical_path]
max_stage_delay_ns = 0.47
critPathCaptureType = output pin
worstPathRequired_ns = 5.84
crit_start = clk_div
arrival_ns = 1.11
cpMaxStageDelayCell = clkdlybuf4s50_1
r2r-start = cnt[0]
crit_fanout = 2
critPathTopFamily = buffers and inverters
crit_buf_inv = 1
crit_chain = clkdlybuf4s50_1
crit_path_start_kind = flop
critical_path_class = reg2out

[detailed_routing]
via_per_inst = 3.67
wl_per_cell_um = 9.22
vias = 1034
insertedDiodeCount = 0
wirelength_mm = 2.60
dr.pass1.iters = 4
drt_iter0_drc = 41
ant_nets = 0
drt_drc_violations_left = 0

[power]
power_density_mw_per_mm2 = 186
p_leak_uw = 0.000876
vdd_drop_max_uv = 140

[placement]
place_area_mm2 = 0.00177
place_ws_ns = 5.03
dp_hpwl_mm = 1.80
portBuffers = 2
gp_congestion = 0.768

[job]
warnings = 26
maxCapViolCount = 0

[die]
die_area_mm2 = 0.0146
die_w_um = 121
dieHeight_um = 121
fp-row-count = 36
core_mm2 = 0.00986
floorplanUtilization = 0.161
io_pins = 3

[min_path]
worst_hold_path_type = reg2reg
holdCritStartpoint = clk_div

-- logic make-up after synthesis --
logic type / count (synthesis) / share of synthesized area
AND/OR/NAND/NOR: 64 / 0.266
adder cells (fa/ha/maj): 2 / 0.0157
buffers and inverters: 10 / 0.0283
XOR/XNOR: 31 / 0.171
flip-flops: 33 / 0.519
-- report_power, final --
group          internal, µW  switching [µW]  leakage (µW)
Clock                  99.1            63.7     0.0000540
Combinational         0.819            3.36      0.000360
Sequential              183               0      0.000462
-- synthesized netlist by cell type --
| cell type | number | area share |
|---|---|---|
| dfrtp_1 | 33 | 0.52 |
| xor2_1 | 17 | 0.094 |
| xnor2_1 | 14 | 0.077 |
| inv_1 | 9 | 0.021 |
| and3_1 | 8 | 0.031 |
| nor3_1 | 8 | 0.025 |
| nor4_1 | 8 | 0.031 |
| nor2_1 | 7 | 0.017 |
| nand2_1 | 6 | 0.014 |
| nand3_1 | 6 | 0.019 |
| nand4_1 | 5 | 0.020 |
| nor3_2 | 4 | 0.025 |
| and2_1 | 2 | 0.0079 |
| ha_1 | 2 | 0.016 |
| nand3_2 | 2 | 0.013 |
| and4_1 | 1 | 0.0055 |
| and4_2 | 1 | 0.0063 |
| buf_6 | 1 | 0.0071 |
| nand4_2 | 1 | 0.0079 |
| nand4_4 | 1 | 0.013 |
| nor2b_1 | 1 | 0.0039 |
| nor4_4 | 1 | 0.013 |
| nor4b_1 | 1 | 0.0055 |
| or4_4 | 1 | 0.0071 |
-- final timing paths --
check,end,cells past startpoint,slack [ns]
worst max-delay path,clk_div,1,4.73
worst min-delay path,clk_div,1,0.47
worst max register to register,cnt[20],5,5.50
worst min register to register,clk_div,1,0.47
max in group asynchronous,cnt[4],2,5.42
min in group asynchronous,cnt[31],2,1.59
-- routing by layer --
layer	GRT usage	wire (µm)
met1	0.0557	1340
met2	0.0497	1140
met3	0.00945	108
met4	0.00377	14
met5	0	0
-- stage by stage --
step	cells	utilization	hold slack (ns)	total power [µW]
6_report	282	0.190	0.469	350
5_1_grt	282	0.190	0.499	362
4_1_cts	282	0.190	0.474	354
3_5_place_dp	275	0.180	0.460	191
3_3_place_gp	275	0.180	0.454	191
2_1_floorplan	140	-	0.420	186
-- final cells by class --
| type | instances | share of cell area |
|---|---|---|
| Sequential cell | 33 | 0.440 |
| Multi-Input combinational cell | 97 | 0.383 |
| Tap cell | 133 | 0.0887 |
| Clock buffer | 5 | 0.0367 |
| Clock inverter | 2 | 0.0187 |
| Inverter | 9 | 0.0180 |
| Timing Repair Buffer | 3 | 0.0147 |
-- flip-flops by register name, summed over array words and instances, names as in the netlist --
name     cells
clk_div      1
cnt         32
Power figures rest on the tool's default switching activity, not on a simulated workload.
