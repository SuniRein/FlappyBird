<file path="./config.mk">
export PLATFORM = sky130hd
export DESIGN_NAME = VgaDriver
export DESIGN_NICKNAME = VgaDriver
export VERILOG_FILES = /design/flow/design.v
export SDC_FILE = /design/flow/constraint.sdc
export NUM_CORES = 4
export LEC_CHECK = 1
export CORE_UTILIZATION = 50
</file>
<file path="./design.v">
module VgaDriver(
    input        clk,  
    input        rstn,
    input [11:0] color,  
    output reg [9:0]    curr_x,
    output reg [8:0]    curr_y,
    output reg [3:0] r, g, b,
    output reg       rdyn,
    output           hs, vs  
);
localparam HOR_BACK_PORCH   = 96;
localparam HOR_SYNC         = 48;
localparam HOR_ACTIVE_VIDEO = 640;
localparam HOR_FRONT_PROCH  = 16;
localparam HOR_SCAN         = 800;
localparam VER_BACK_PORCH   = 2;
localparam VER_SYNC         = 33;
localparam VER_ACTIVE_VIDEO = 480;
localparam VER_FRONT_PROCH  = 10;
localparam VER_SCAN         = 525;
reg [9:0] cnt_hs, cnt_vs;
always @(posedge clk, negedge rstn) begin
    if (!rstn) begin
        cnt_hs <= 'b0;
    end
    else if (cnt_hs == HOR_SCAN - 1'b1) begin
        cnt_hs <= 'b0;
    end
    else begin
        cnt_hs <= cnt_hs + 1'b1;
    end
end
always @(posedge clk, negedge rstn) begin
    if (!rstn) begin
        cnt_vs <= 'b0;
    end
    else if (cnt_hs == HOR_SCAN - 1'b1) begin
        if (cnt_vs == VER_SCAN - 1'b1) begin
            cnt_vs <= 'b0;
        end
        else begin
            cnt_vs <= cnt_vs + 1'b1;
        end
    end
    else begin
        cnt_vs <= cnt_vs;
    end
end
assign hs = cnt_hs <= HOR_BACK_PORCH;
assign vs = cnt_vs <= VER_BACK_PORCH;
wire hs_en = (cnt_hs >= HOR_BACK_PORCH + HOR_SYNC) && (cnt_hs < HOR_BACK_PORCH + HOR_SYNC + HOR_ACTIVE_VIDEO);
wire vs_en = (cnt_vs >= VER_BACK_PORCH + VER_SYNC) && (cnt_vs < VER_BACK_PORCH + VER_SYNC + VER_ACTIVE_VIDEO);
wire rdy   = hs_en && vs_en;
always @(posedge clk, negedge rstn) begin
    if (!rstn) begin
        rdyn     <= 1'b1;
        r        <= 'b0;
        g        <= 'b0;
        b        <= 'b0;
    end
    else begin
        rdyn     <= ~rdy;
        r        <= rdy ? color[ 3:0] : 'b0;
        g        <= rdy ? color[ 7:4] : 'b0;
        b        <= rdy ? color[11:8] : 'b0;
    end
end
always @(posedge clk, negedge rstn) begin
    if (!rstn) begin
        curr_x <= 'b0;
    end
    else if (rdy) begin
        curr_x <= curr_x + 1;
    end
    else begin
        curr_x <= 'b0;
    end
end
always @(posedge clk, negedge rstn) begin
    if (!rstn) begin
        curr_y <= 'b0;
    end
    else if (curr_x == HOR_ACTIVE_VIDEO) begin
        curr_y <= curr_y + 1;
    end
    else if (vs_en) begin
        curr_y <= curr_y;
    end
    else begin
        curr_y <= 'b0;
    end
end
endmodule
</file>
<file path="./run.sh">
#!/bin/bash
# OpenROAD 26Q1-2900-gdf79404cd8, Yosys 0.63+post, stock flow scripts
make -C /OpenROAD-flow-scripts/flow DESIGN_CONFIG=/design/flow/config.mk WORK_HOME=/design/flow/orfs finish
</file>
<file path="./constraint.sdc">
current_design VgaDriver

set clk_period 3.0
set clk_io_pct 0.2

create_clock -name clk0 -period $clk_period [get_ports {clk}]

set non_clock_inputs [all_inputs -no_clocks]
set_input_delay [expr $clk_period * $clk_io_pct] -clock clk0 $non_clock_inputs
set_output_delay [expr $clk_period * $clk_io_pct] -clock clk0 [all_outputs]
</file>
==> results_tabular.tex <==
% Auto-generated results table
\begin{tabular}{lr}
\hline
Metric & Value \\
\hline
\multicolumn{2}{l}{\textbf{Power}} \\
Leakage dissipation & 1.44 nW \\
Pwr dens & just under 400 nW/um2 \\
Max rail drop VDD & about 0.34 mV \\
\multicolumn{2}{l}{\textbf{Drt}} \\
Count of antenna diodes in the layout & 0 \\
Iter 0 DRT Violations & about 100 \\
Detailed-routing iteration count for the pre-antenna-repair pass & 4 \\
Final wirelength & roughly 4800 um \\
Detail-routed net length per standard cell & around 13 um \\
Average via count per standard cell & around 5.2 \\
Count of nets left with antenna violations after detail routing & 0 \\
Via count & approximately 1900 \\
\# DRC & 0 \\
\multicolumn{2}{l}{\textbf{Cells and area}} \\
Final cell utilization of the core & between 60\% and 70\% \\
Post-route design area & 3230 um2 \\
Multi-input gate area & $\sim$1200 um2 \\
Fraction of final layout cells sized beyond drive strength 1 & around 8\% \\
Area added between synthesis and finish & 25.6\% \\
Filler Cell Count & 381 \\
Register cell area after layout & 1300 um2 \\
\multicolumn{2}{l}{\textbf{Timing}} \\
Highest clock rate & 397 MHz \\
Tcrit/Tclk final & between 80\% and 90\% \\
Final setup vio count & 0 \\
Post-route clock skew & $\sim$4.3 ps \\
Minimum hold slack & between 200 and 250 ps \\
Final tally of max-slew violations & 0 \\
Unrepaired setup endpoints after global routing & false \\
Tightest Pin Transition & roughly 520 ps \\
Number of failing hold endpoints at the final stage & 0 \\
Setup tns final & 0 ps \\
Relative slew slack & 64.8\% \\
Post-layout minimum cycle time & between 2000 and 3000 ps \\
\multicolumn{2}{l}{\textbf{Worst setup path}} \\
Setup CP Type & flip-flop to primary output \\
Required time worst endpoint & approximately 2400 ps \\
Category of the worst setup path launch point & flip-flop \\
Worst setup EP type & primary output \\
Worst endpoint data arrival time & around 1900 ps \\
Largest fanout of any net on the critical path & 5 \\
\multicolumn{2}{l}{\textbf{Global routing}} \\
Largest net degree at the start of global routing & 34 \\
Via count of the first global-routing pass & approximately 1700 \\
Total track usage & roughly a fifth \\
First-pass GRT wire length & 7910 um \\
Total congestion overflow & 0 \\
Number of antenna violations at the first check in global routing & 0 \\
\multicolumn{2}{l}{\textbf{Synthesis}} \\
Chip area estimate from yosys synthesis & approximately 2600 um2 \\
Synth warn & 1 \\
Largest cells by area after synthesis & dfrtp\_1 (50\%), ha\_1 (3.9\%), nand3\_1 (3.9\%) \\
Instance count of the mapped netlist & about 240 \\
Area share of the leading cell type in the synthesized netlist & about half \\
Sequential cell area fraction in the yosys report & about half \\
Average instance area after synthesis & between 10 and 15 um2 \\
Count of different cell masters after synthesis & between 40 and 50 \\
Ys cells & about 240 \\
Largest area contributor in the synthesized netlist & dfrtp\_1 \\
Post-synthesis cell area & 2570 um2 \\
Post-synth regs & 52 \\
\multicolumn{2}{l}{\textbf{Clock network}} \\
CTS tree & yes \\
Number of buffers inserted by post-CTS setup repair & 0 \\
Root buffer cell & clkbuf\_8 \\
Cts bufs inserted & 5 \\
CTS-repair resized insts & 0 \\
Clock-pin slew reported for the worst setup and hold paths after clock tree synthesis & approximately 90 ps \\
Sink count of the clock tree & around 52 \\
Number of buffers inserted for hold repair after clock tree synthesis & 0 \\
Bufs on Longest Clock Path & 2 \\
Max H-tree Level & 2 \\
Clock latency at the later pin of the worst-skew pair & around 300 ps \\
\multicolumn{2}{l}{\textbf{Die}} \\
Area of the die & about 5400 um2 \\
Number of top-level pins & between 40 and 50 \\
Die X & about 74 um \\
Total core area & roughly 4800 um2 \\
Number of rows in the core area & 25 \\
Floorplan Utilization & 53.1\% \\
Floorplan die height & between 70 and 80 um \\
\multicolumn{2}{l}{\textbf{Job}} \\
Number of logged tool warnings & 30 \\
Number of max-capacitance violations reported & 0 \\
\multicolumn{2}{l}{\textbf{Placement}} \\
Final GP Congestion & slightly above 0.8 \\
Placed cell area & a little over 3000 um2 \\
Port bufs & between 40 and 50 \\
Sum of net half-perimeters after detailed placement & approximately 3500 um \\
\multicolumn{2}{l}{\textbf{Worst hold path}} \\
Min-Delay Path Class & input pin to async pin \\
\multicolumn{2}{l}{\textbf{Outcome}} \\
Status & finished clean \\
\hline
\end{tabular}
-- registers in the layout, indices dropped and copies added, names as in the netlist --
name / flops
r: 4
rdyn: 1
g: 4
curr_y: 9
curr_x: 10
cnt_vs: 10
b: 4
cnt_hs: 10
-- cells by family (layout without fill, tap and decap cells) --
kind of cell	count (synthesis)	in the layout	synth area share, %
buf+inv	15	67	2.53
simple gates	105	105	25.0
compound gates	40	40	10.7
mux	2	2	0.826
xor+xnor	19	19	6.46
flops	52	52	50.6
fa+ha+maj	8	8	3.89
-- layout make-up --
type                            count  share of cell area [%]
Clock inverter                      1                   0.928
Sequential cell                    52                    40.3
Clock buffer                        7                    2.98
Multi-Input combinational cell    174                    37.3
Timing Repair Buffer               48                    14.6
Inverter                           11                    1.28
Tap cell                           67                    2.59
-- where the power goes --
part           switching [mW]  internal (mW)  total, mW
Combinational          0.0146         0.0147     0.0294
Clock                   0.219          0.294      0.513
Sequential                  0          0.700      0.700
Total                   0.234           1.01       1.24
-- per-stage QoR --
step	total power [mW]	setup WS, ps	instances
2_1_floorplan	0.715	1350	241
3_3_place_gp	0.745	808	352
3_5_place_dp	0.745	816	352
4_1_cts	1.26	447	360
5_1_grt	1.29	262	360
6_report	1.24	481	360
-- cell usage after synthesis, drive strengths merged --
library cell	instances
mux2	1
a211o	1
nand3	20
and4bb	1
ha	8
o41ai	1
xnor2	10
a31oi	1
a21boi	1
dfrtp	51
nor4	8
nor2	21
and4	1
o211a	1
and2	14
and3	10
a22o	2
a2bb2oi	1
or3	4
and4b	1
nor2b	3
xor2	9
o31ai	1
clkbuf	1
buf	3
mux2i	1
nand4	2
nor3	5
a41oi	1
a21o	7
nand4bb	1
nor4b	1
o21a	1
o22a	1
o21bai	1
nor3b	2
a21oi	10
dfstp	1
inv	11
nand2	11
o21ai	10
-- per-layer routing --
metal / global-route usage (%) / vias to the layer above / routed length [um]
met2: 30.7 / 38 / 2190
met5: 0 / - / 0
met4: 2.14 / 0 / 59
met3: 3.74 / 5 / 191
met1: 31.5 / 890 / 2330
li1: - / 952 / -
-- critical path: stages, from the launching register on --
cell	delay (ps)
dfrtp_1	430
inv_1	70
ha_1	140
nor4b_1	230
nor2_1	70
nor4_1	180
clkdlybuf4s50_1	500
-- placed cells by master (no fill, tap or decap), types with 10 or more instances in the layout --
master / synthesis / layout
and3_1: 10 / 10
nand3_1: 20 / 20
inv_1: 10 / 10
nor2_1: 21 / 21
and2_1: 14 / 14
nand2_1: 11 / 11
clkdlybuf4s50_1: 0 / 46
xnor2_1: 10 / 10
dfrtp_1: 51 / 51
-- worst paths after layout --
check	startpoint	end	slack (ps)	cells after the start
worst max-delay path	cnt_hs[0]$_DFF_PN0_	hs	480	6
max in group asynchronous	rstn	cnt_vs[7]$_DFFE_PN0N_	1990	2
min in group clk0	cnt_hs[0]$_DFF_PN0_	cnt_hs[0]$_DFF_PN0_	520	1
worst min-delay path	rstn	curr_y[1]$_DFFE_PN0P_	230	1
worst max register to register	cnt_vs[0]$_DFFE_PN0N_	curr_x[3]$_DFF_PN0_	1010	6
worst min register to register	cnt_hs[0]$_DFF_PN0_	cnt_hs[0]$_DFF_PN0_	520	1
Power figures rest on the tool's default switching activity, not on a simulated workload.
